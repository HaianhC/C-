$ cat flow/run.sh
#!/bin/bash
# OpenROAD 26Q1-2900-gdf79404cd8, Yosys 0.63+post, stock flow scripts
make -C /OpenROAD-flow-scripts/flow DESIGN_CONFIG=/design/flow/config.mk WORK_HOME=/design/flow/orfs finish
$ cat flow/config.mk
export PLATFORM = sky130hd
export DESIGN_NAME = FIFO
export DESIGN_NICKNAME = FIFO
export VERILOG_FILES = /design/flow/design.v
export SDC_FILE = /design/flow/constraint.sdc
export NUM_CORES = 4
export LEC_CHECK = 1
export CORE_UTILIZATION = 40
$ cat flow/constraint.sdc
current_design FIFO

set clk_period 4.2
set clk_io_pct 0.2

create_clock -name clk0 -period $clk_period [get_ports {clk}]

set non_clock_inputs [all_inputs -no_clocks]
set_input_delay [expr $clk_period * $clk_io_pct] -clock clk0 $non_clock_inputs
set_output_delay [expr $clk_period * $clk_io_pct] -clock clk0 [all_outputs]
$ cat flow/design.v
module FIFO(
  input clk,
  input [7:0] data_in,
  input en,
  input rst_n,
  output full,
  output empty,
  output reg [31:0] data_out  
);
reg[2:0] count = 0;
reg [7:0] mem [7:0];
reg[2:0] read_count = 0, write_count =0;
assign empty = (count == 0) ? 1'b1  : 1'b0;
assign full = (count  == 8) ? 1'b1  : 1'b0;
always@(posedge clk or negedge rst_n)
begin
  if(~rst_n) begin
    read_count <= 0;
    write_count <= 0;
  end
  else
    begin
      if(~en && count > 2 ) begin
            data_out <= {mem[read_count],mem[read_count-1],mem[read_count-2],mem[read_count-3] };
            read_count <= read_count +4;
      end
      else if(en && count < 8) begin
        mem[write_count]      =     data_in;
        write_count <= write_count + 1;
      end
      if (read_count > write_count) begin
        count <= read_count - write_count;
      end
      else if (read_count < write_count) begin
        count <= read_count - write_count;
      end
    end
end
endmodule
==> flow_summary.yaml <==
# implementation run metrics
floorplanning:
  floorplan.core_area_mm2: 0.009196
  dieHeight_um: 99.10
  chipWidth_um: 99.10
  die-area_mm2: 0.009820
  pre_place_util: 0.4101
  placement_rows: 35
  ioPinCount: 45
global_routing:
  antenna_found_initial: 0
  grt_start_max_net_pins: 20
  global_route_wire_length_before_repair_um: 9177
  globalRoute.totalOverflow: 0
  grt_pass1_vias: 1771
  grt_use_total: 0.1345
power:
  power.density_cell_area_mw_per_mm2: 561.9
  irDropWorstVdd_uv: 205.8
  power.static_leakage_nw: 1.537
detailed_routing:
  drt-initial-drc-count: 56
  drt.antenna.violating_nets: 0
  drtPass1Iterations: 4
  antenna_cells: 0
  vias_per_cell: 4.894
  finalWirelength_um: 5752
  drc: 0
  wl_per_instance_um: 15.98
  routed-via-count: 1762
critical_path:
  timing.critical_path.from_type: "input pin"
  setup.worst_path.end_class: "flop"
  cp_max_fo: 8
  setup.worst_path.class: "input pin to flop"
  required_ns: 4.18
  arrival_ns: 2.54
clock_tree:
  cts.sinks: 103
  post_cts_buffers: 0
  cells_resized_by_post_cts_repair: 0
  clockBufferDepth: 2
  cts_tree: "done"
  worst_skew_pair.late_latency_ns: 0.35
  cts.reportedPaths.clkPinSlew_ns: 0.08
  htree_num_levels: 3
  clock_tree.root_cell: "sky130_fd_sc_hd__clkbuf_8"
  ctsHoldBuffers: 0
  tritoncts.num_buffers: 9
yosys:
  ys_types: 22
  synth_chip_area_mm2: 0.003771
  ys_cells: 186
  synth_area_per_cell_um2: 20.27
  post_synth_instance_area_mm2: 0.003771
  numSynthFlops: 103
  synth_warnings: 2
  count_of_mapped_cells_out_of_synthesis: 186
  postSynthSeqShare: 0.8149
job:
  drv.max_cap_violation_count: 0
  tool_warnings: 29
timing:
  hold_viol_final: 0
  max_clock_freq_mhz: 390.9
  final-max-slew-violation-count: 0
  final_min_period_over_clock_period: 0.6091
  clock_skew_ns: 0.01342
  timing_worst_slew_pin_value_ns: 0.7881
  max_slew_margin: 0.4746
  layout_min_cycle_time_ns: 2.558
  setup_total_negative_slack_ns: 0
  setup_violations: 0
  grt_setup_unrepaired: "false"
place:
  gpl.final_weighted_congestion: 0.7779
  port-buffer-count: 43
  place.detailed.hpwl_um: 3810
  placedCellCount: 344
cells_and_area:
  finish.cell_count_without_fillers: 360
  synthToLayoutAreaGrowth_pct: 21.33
  post_route_cells_drive_above_1_share: 0.2570
  layout.filler_cells: 752
outcome:
  outcome: "complete, no violations"
hold_path:
  worst_hold_path_type: "flop to flop"
==> layer usage <==
metal  global-route usage  part of all wire  vias up
met2               0.2146              0.50       51
met5                    0                 0        -
li1                     -                 -      831
met3              0.04003             0.053        9
met4              0.02262             0.019        0
met1               0.2082              0.43      871
==> flip-flops by register name, indices dropped and copies added (netlist names) <==
| name | flops |
|---|---|
| count | 3 |
| read_count | 1 |
| write_count | 3 |
| mem | 64 |
| data_out | 32 |
==> area by class of cell <==
| type | instances | area, um^2 | area share |
|---|---|---|---|
| clock buffers | 10 | 127.6 | 0.02789 |
| clock inverters | 6 | 45.04 | 0.009844 |
| inverters | 4 | 15.01 | 0.003281 |
| multi-input cells | 72 | 663.1 | 0.1449 |
| flip-flops and latches | 103 | 3073 | 0.6716 |
| well taps | 111 | 138.9 | 0.03035 |
| repair buffers | 54 | 513.0 | 0.1121 |
==> power by group <==
| part | internal (mW) | switching [mW] | total, mW | leakage, nW |
|---|---|---|---|---|
| registers | 1.35 | 0.102 | 1.45 | 0.953 |
| clock network | 0.218 | 0.320 | 0.538 | 0.0805 |
| logic | 0.316 | 0.269 | 0.585 | 0.504 |
==> final timing paths <==
| kind | startpoint | to | slack, ns | cells after the start |
|---|---|---|---|---|
| setup / recovery | en | mem[0][3] | 1.64 | 4 |
| min in group asynchronous | rst_n | read_count[2] | 0.72 | 1 |
| setup reg to reg | write_count[1] | mem[0][3] | 1.91 | 4 |
| hold reg to reg | mem[3][0] | data_out[16] | 0.55 | 1 |
| max in group asynchronous | rst_n | write_count[2] | 3.26 | 1 |
| hold / removal | mem[3][0] | data_out[16] | 0.55 | 1 |
==> cells by family after synthesis <==
family | share of synthesized area
AND/OR/NAND/NOR | 0.02820
flip-flops | 0.8149
adder cells (fa/ha/maj) | 0.02322
multiplexers | 0.09556
XOR/XNOR | 0.006969
other | 0.0009944
AND-OR/OR-AND | 0.01460
buffers and inverters | 0.01559
==> cell usage after synthesis <==
master                      n  share of area
sky130_fd_sc_hd__a211oi_1   2         0.0040
sky130_fd_sc_hd__a21o_2     1         0.0023
sky130_fd_sc_hd__a21oi_1    4         0.0053
sky130_fd_sc_hd__a31oi_1    1         0.0017
sky130_fd_sc_hd__buf_2      5         0.0066
sky130_fd_sc_hd__buf_4      1         0.0020
sky130_fd_sc_hd__buf_6      1         0.0030
sky130_fd_sc_hd__conb_1     1        0.00099
sky130_fd_sc_hd__dfrtp_1    4          0.027
sky130_fd_sc_hd__edfxtp_1  99           0.79
sky130_fd_sc_hd__ha_1       7          0.023
sky130_fd_sc_hd__inv_1      4         0.0040
sky130_fd_sc_hd__mux2_2    32          0.096
sky130_fd_sc_hd__nand2_1    1        0.00099
sky130_fd_sc_hd__nand2_4    1         0.0030
sky130_fd_sc_hd__nor2_1     9         0.0090
sky130_fd_sc_hd__nor3_1     5         0.0066
sky130_fd_sc_hd__nor4_1     2         0.0033
sky130_fd_sc_hd__nor4b_1    1         0.0023
sky130_fd_sc_hd__o21ai_0    1         0.0013
sky130_fd_sc_hd__or3_4      1         0.0030
sky130_fd_sc_hd__xor2_1     3         0.0070
==> worst max-delay path: stages <==
cell	delay, ns
sky130_fd_sc_hd__clkdlybuf4s50_1	0.67
sky130_fd_sc_hd__nand2_4	0.12
sky130_fd_sc_hd__or3_4	0.35
sky130_fd_sc_hd__nor2_1	0.56
==> cells in the final DEF, fill, tap and decap left out, drive strengths merged, types with 5 or more instances in the layout <==
master / n
inv: 5
nor3: 5
edfxtp: 99
clkbuf: 10
nor2: 9
clkdlybuf4s50: 43
buf: 11
mux2: 32
ha: 7
==> metrics by stage <==
stage	hold WS, ns	power [mW]	area [um^2]	util	worst slack, ns
3_5_place_dp	0.5313	2.065	4403	0.4788	1.272
3_3_place_gp	0.5307	2.067	4403	0.4788	1.294
6_report	0.5527	2.571	4576	0.4976	1.642
5_1_grt	0.5632	2.708	4576	0.4976	1.547
4_1_cts	0.5562	2.600	4576	0.4976	1.669
2_1_floorplan	0.5231	1.805	3771	-	0.5306
Power is estimated from default activity; no workload was simulated.
