$ cat /design/flow/run.sh
#!/bin/bash
# OpenROAD 26Q1-2900-gdf79404cd8, Yosys 0.63+post, stock flow scripts
make -C /OpenROAD-flow-scripts/flow DESIGN_CONFIG=/design/flow/config.mk WORK_HOME=/design/flow/orfs finish
$ cat /design/flow/config.mk
export PLATFORM = sky130hd
export DESIGN_NAME = register_bank
export DESIGN_NICKNAME = register_bank
export VERILOG_FILES = /design/flow/design.v
export SDC_FILE = /design/flow/constraint.sdc
export NUM_CORES = 4
export LEC_CHECK = 1
export CORE_UTILIZATION = 40
$ cat /design/flow/constraint.sdc
current_design register_bank

set clk_period 22.6
set clk_io_pct 0.2

create_clock -name clk0 -period $clk_period [get_ports {clk}]

set non_clock_inputs [all_inputs -no_clocks]
set_input_delay [expr $clk_period * $clk_io_pct] -clock clk0 $non_clock_inputs
set_output_delay [expr $clk_period * $clk_io_pct] -clock clk0 [all_outputs]
$ cat /design/flow/design.v
module register_bank(
	input clk,
	input rst_n,
	input [7:0] offset,
	input [31:0] write_reg,
	output reg [31:0] read_reg,
	input rf_write,
	input byte_send,
	input busy,
	input rcvd_dat_valid,
	input tx_fifo_full,
	input tx_fifo_empty,
	input rx_fifo_full,
	input rx_fifo_empty,
	inout reg [31:0] data,
	output tx_fifo_en,
	output rx_fifo_en,
	output [6:0] addr,
	output rw,
	output rst_n_s,
	output [7:0] send_dat_cnt
);
reg [7:0] Register [31:0];
initial begin
end
assign tx_fifo_en = (offset == 12)  ? 1'b1  : 1'b0;
assign rx_fifo_en = (offset == 16)  ? 1'b1  : 1'b0;
always@(posedge clk)
begin
  Register[20][0] <= rx_fifo_empty;
  Register[20][1] <= rx_fifo_full;
  Register[20][2] <= tx_fifo_empty;
  Register[20][3] <= tx_fifo_full;
  Register[24][1] <= byte_send;
  Register[24][2] <= busy;
  Register[24][3] <= rcvd_dat_valid;
end
always@(posedge clk or negedge rst_n)
begin
  if(~rst_n) begin
    read_reg <= 32'b0;
    Register[0] <= 8'b0;
    Register[1] <= 8'b0;
    Register[2] <= 8'b0;
    Register[3] <= 8'b0;
    Register[4] <= 8'b0;
    Register[5] <= 8'b0;
    Register[6] <= 8'b0;
    Register[7] <= 8'b0;
    Register[8] <= 8'b0;
    Register[9] <= 8'b0;
    Register[10] <= 8'b0;
    Register[11] <= 8'b0;
    Register[12] <= 8'b0;
    Register[13] <= 8'b0;
    Register[14] <= 8'b0;
    Register[15] <= 8'b0;
    Register[16] <= 8'b0;
    Register[17] <= 8'b0;
    Register[18] <= 8'b0;
    Register[19] <= 8'b0;
    Register[20] <= 8'b0;
    Register[21] <= 8'b0;
    Register[22] <= 8'b0;
    Register[23] <= 8'b0;
    Register[24] <= 8'b0;
    Register[25] <= 8'b0;
    Register[26] <= 8'b0;
    Register[27] <= 8'b0;
    Register[28] <= 8'b0;
    Register[29] <= 8'b0;
    Register[30] <= 8'b0;
    Register[31] <= 8'b0;
  end
  else
    if(rf_write)
      begin
        Register[offset]      <=    write_reg[7:0];
        Register[offset + 1]  <=    write_reg[15:8];
        Register[offset + 2]  <=    write_reg[23:16];
        Register[offset + 3]  <=    write_reg[31:24];   
      end
    else
      begin
        read_reg <= {Register[offset+3],Register[offset+2],Register[offset+1],Register[offset]};
      end
end
assign data = (rf_write) ? {Register[offset+3],Register[offset+2],Register[offset+1],Register[offset]} : 32'bz; 
assign addr = Register[4][6:0];
assign rw  = Register[0][0];
assign rst_n_s = Register[0][1];
assign send_dat_cnt = Register[8][7:0];
endmodule
==> results.toml <==
# yosys + openroad results
[status]
status = "aborted with a tool error"
stop_stage = "1_2_yosys"
error_line = "ERROR: Found 7 problems in 'check -assert'."

[synth]
edf_count = 0
aoi_share_pct = 32.0
ys_sh_xor_pct = 0.580
yosys-stat-cells = 3596
synth_cell_types = 108
yosysSeqAreaShare_pct = 26.2
yosys-top-cells-count = "nand2_1 (427), nor2_1 (365), mux2i_1 (311), a21oi_1 (300), dfrtp_1 (288)"
ys_sh_simple_pct = 19.6
ff_type = "dfrtp_1"
logic_family = "AND-OR/OR-AND gates"
mux_area_share_pct = 14.5
synth_warnings = 4
synthTopCellsByArea = "dfrtp_1 (26%), mux2i_1 (11%), nand2_1 (5.7%), a211oi_1 (5.4%), a22oi_1 (5.4%)"
yosysTopAreaCellShare_pct = 25.7
synth.largest_area_cell = "dfrtp_1"
ys_async_sr_fraction_pct = 97.6
fa_ha_area_share_pct = 0.178
synth_flops = 295
synth_top_cell_by_count = "nand2_1"
synth_chip_area_um2 = 28100
kinds of logic after synthesis:
| logic type | count (synthesis) |
|---|---|
| AND-OR/OR-AND | 1312 |
| XOR/XNOR | 13 |
| adder cells (fa/ha/maj) | 4 |
| buffers and inverters | 405 |
| flip-flops | 295 |
| multiplexers | 391 |
| AND/OR/NAND/NOR | 1176 |
