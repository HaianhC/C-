==> flow/run.sh <==
#!/bin/bash
# OpenROAD 26Q1-2900-gdf79404cd8, Yosys 0.63+post, stock flow scripts
make -C /OpenROAD-flow-scripts/flow DESIGN_CONFIG=/design/flow/config.mk WORK_HOME=/design/flow/orfs finish
==> flow/design.v <==
module FIFO_FWFT(
  input clk,
  input rst_n,
  input [31:0] data_in,
  input en,
  output [7:0] data_out,
  output empty,
  output full
);
reg [7:0] mem [7:0];
reg [2:0] count = 0;
reg [2:0] write_count = 0;
reg [2:0] read_count = 0;
assign empty = (count == 0) ? 1'b1  : 1'b0;
assign full = (count == 8) ? 1'b1 : 1'b0;
always@(posedge clk or negedge rst_n)
begin
  if(~rst_n) begin
    write_count <= 0;
    read_count <= 0;
  end
  else
    if(en && count != 0)
      begin
        read_count <= read_count + 1;
      end
    else if(~en && count < 4)
      begin
        mem[write_count]      =     data_in[7:0];
        mem[write_count+1]    =     data_in[15:8];
        mem[write_count+2]    =     data_in[23:16];
        mem[write_count+3]    =     data_in[31:24];
        write_count <= write_count + 4;
      end
end
assign data_out = mem[read_count];
endmodule
==> flow/config.mk <==
export PLATFORM = sky130hd
export DESIGN_NAME = FIFO_FWFT
export DESIGN_NICKNAME = FIFO_FWFT
export VERILOG_FILES = /design/flow/design.v
export SDC_FILE = /design/flow/constraint.sdc
export NUM_CORES = 4
export LEC_CHECK = 1
export CORE_AREA = 10 10 70 70
export DIE_AREA = 0 0 80 80
==> flow/constraint.sdc <==
current_design FIFO_FWFT

set clk_period 2.2
set clk_io_pct 0.2

create_clock -name clk0 -period $clk_period [get_ports {clk}]

set non_clock_inputs [all_inputs -no_clocks]
set_input_delay [expr $clk_period * $clk_io_pct] -clock clk0 $non_clock_inputs
set_output_delay [expr $clk_period * $clk_io_pct] -clock clk0 [all_outputs]
==> summary.txt <==
Notes on the flow outputs.

- The aggregate routed wire length is 781 µm.
- By count the netlist is led by sky130_fd_sc_hd__edfxtp_1 (8), sky130_fd_sc_hd__buf_4 (2), sky130_fd_sc_hd__conb_1 (2).
- The worst VDD IR drop from the latest analysis is 270.7 µV.
- The share of synthesized area in the top cell type comes to 0.7773.
- Per the CTS log, the root buffer master is sky130_fd_sc_hd__clkbuf_4.
- The width of the chip is 80 µm.
- According to the timing report, the arrival time at the worst endpoint equals 1.06 ns.
- The kind of cell with the highest combined delay on the critical path reads buffers and inverters.
- The worst hold slack is 0.3310 ns.
- The per-instance average area after synthesis reads a little over 20 µm².
- TritonRoute output was used to compute an average wire per cell of 9.524 µm.
- The yosys cell count reads 15.
- The via count normalized by instance count is between 2 and 2.5.
- Yosys attributes the largest share of cell area to sky130_fd_sc_hd__edfxtp_1 (78%), sky130_fd_sc_hd__dfrtp_1 (8.1%), sky130_fd_sc_hd__buf_4 (4.9%), sky130_fd_sc_hd__nor3b_2 (4.0%), sky130_fd_sc_hd__xnor2_1 (2.8%).
- The data required time of the worst path reads 1.76 ns.
- The adder-cell share of the synthesized area reads 0.
- Measured along the y axis, the die boundary spans 80 µm.
- STA lists the maximum fanout along the critical path as 1.
- The synthesis area per yosys is roughly 310 µm².
- For reference, the most critical setup path is categorized as reg -> out.
- Looking at the clock tree report, the H-tree level count equals 1.
- The total setup buffers inserted after CTS is 0.
- The leading cell type by number of instances after synthesis is sky130_fd_sc_hd__edfxtp_1.
- The placer congestion estimate reads 0.6454.
- The cell count after synthesis is 15.
- The count of TritonRoute iterations in the first routing pass reads 1.
- For this configuration, the core starts out at a cell density of 0.09048.
- The setup slack of the most critical reg-to-reg path reads 1.14 ns.
- The number of clock sinks came to 9.
- The power per standard cell area is between 700 and 800 nW/µm².
- The number of top-level pins reads 45.
- The core region is 3416 µm².
- The number of maximum-capacitance violations recorded for the run is 0.
- The synthesis run identifies the leading combinational cell family as buffers and inverters.
- Traced cell by cell, the critical path runs through clkdlybuf4s50_1.
- The static power due to leakage reads 0.1875 nW.
- The first-pass GRT wire length is 1179 µm.
- The number of global-route vias before repair came to 220.
- In the final report, the number of endpoints failing setup comes to 0.
- The compound-gate portion of the synthesized area reads 0.
- After the first detailed-routing iteration, the DRC count stood at 0.
- The sum of net half-perimeters after detailed placement reads 693.8 µm.
- The number of gates resized after cts reads 0.
- The critical path buffer and inverter count reads 1.
- The post-synthesis sequential element count is 9.
- The total die area reads 6400 µm².
- In this run, the synthesized area fraction spent on and/or/nand/nor cells is recorded as 0.04049.
- The largest clock skew in the final design reads 0.003639 ns.
- The xor and xnor fraction of the mapped netlist area is 0.02834.
- The portion of the clock cycle consumed by the worst path in the final layout is 0.6798.
- The cell area after technology mapping is around 300 µm².
- The highest attainable clock frequency is 0.6687 GHz.
- The growth of design area from synthesis to finish reads 83.00%.
- The run finished with clean final reports.
- The classification of the worst-slack hold path is in -> async.
- The number of antenna-violating nets in the routed design is 0.
- Clock latency on the worst-skew pair, taken at its later pin, is ~0.25 ns.
- The synthesized design contains 8 enable-type register cells.
- The TritonCTS clock tree reads yes.
- The worst register-to-register path has a depth of 2.
- The post-CTS clock slew at the launch and capture registers of the worst setup and hold paths reads 0.06 ns.
- Sorting the Yosys area breakdown by cell type puts at the top sky130_fd_sc_hd__edfxtp_1.
- The critical register-to-register path endpoint reads mem[0][1].
- The gate-level netlist out of Yosys references 6 unique cell types.
- The type of element capturing the critical path reads a primary output.
- The proportion of synthesized flip-flops having asynchronous set or reset reads 0.1111.
- The fraction of the yosys area taken by sequential cells reads 0.8583.
- The total tool warning count is a little under 50.
- The main flop type after synthesis reads sky130_fd_sc_hd__edfxtp_1.
- The number of pins with negative max-slew slack in the final report is 0.
- The cell row count reads 21.
- The initial antenna violation count reads 0.
- Per the timing report, the most critical flop-to-flop path originates at write_count[2].
- Hold repair after CTS inserted 0 buffers.
- The setup TNS is 0 ns.
- The count of input and output buffers is 18.
- Setup repair after global routing left no endpoint under its margin.
- Counting endpoints that fail hold in the final report gives 0.
- The layout summary lists the proportion of cells stronger than drive strength 1 as 0.1389.
- For this run, the total global-route usage over all layers was measured as 0.02510.
- The maximum count of clock buffers along a single path is 2.
- The maximum cell stage delay along the critical path is 0.49 ns.
- The highest-delay cell along the critical path reads sky130_fd_sc_hd__clkdlybuf4s50_1.
- The residual overflow from global routing is 0.
- The maximum number of pins on one net before global-route repair reads 9.
- The synthesis report lists the Yosys warning total as 2.
- Per the detail_route report, the via count comes to 182.
- The time the final worst path needs with I/O delays and setup reads 1.495 ns.
- The TritonCTS buffer count is 3.
- The final antenna diode count is 0.
- The worst setup path is launched from a flip-flop.
- After detailed routing, the number of remaining DRC violations is 0.
- Summing all multiplexer cells gives an area fraction of 0.
[sequential cells by signal, indices dropped and copies added, names as in the netlist]
signal       count
write_count      1
mem              8
[how the worst max path moves through the flow]
stage	startpoint	to	slack (ns)	cells past startpoint
after CTS	mem[0][4]	data_out[4]	0.68	1
final	mem[0][7]	data_out[7]	0.70	1
after global routing	mem[0][4]	data_out[4]	0.64	1
[final cells by class]
type	count	area, µm²
repair buffers	19	187.7
flip-flops and latches	9	265.3
well taps	46	57.56
clock buffers	4	26.28
fillers	397	2850
multi-input cells	4	28.78
[through the flow]
stage / instances / util / area [µm²] / total power (W) / setup slack [ns]
floorplan: 15 / - / 309.0 / 0.0002434 / 0.9895
global placement: 78 / 0.1579 / 539.3 / 0.0002943 / 0.6466
detailed placement: 78 / 0.1579 / 539.3 / 0.0002953 / 0.6245
CTS: 82 / 0.1656 / 565.5 / 0.0004217 / 0.6798
global route: 82 / 0.1656 / 565.5 / 0.0004365 / 0.6428
finish: 82 / 0.1656 / 565.5 / 0.0004114 / 0.7045
[layer usage]
| metal | up-vias | GRT usage | share of wire | routed length, µm |
|---|---|---|---|---|
| met5 | - | 0 | 0 | 0 |
| li1 | 90 | - | - | - |
| met1 | 81 | 0.02139 | 0.35 | 275 |
| met2 | 9 | 0.04735 | 0.54 | 424 |
| met3 | 2 | 0.01477 | 0.092 | 72 |
| met4 | 0 | 0.007042 | 0.012 | 9 |
[logic make-up after synthesis]
logic type    Yosys count
flops                   9
xor+xnor                1
other cells             2
simple gates            1
buf+inv                 2
[cell usage in the layout, fill, tap and decap left out]
cell type	Yosys	layout
sky130_fd_sc_hd__edfxtp_1	8	8
sky130_fd_sc_hd__dfrtp_1	1	1
sky130_fd_sc_hd__clkbuf_1	0	1
sky130_fd_sc_hd__clkdlybuf4s50_1	0	18
sky130_fd_sc_hd__xnor2_1	1	1
sky130_fd_sc_hd__buf_4	2	1
sky130_fd_sc_hd__conb_1	2	2
sky130_fd_sc_hd__nor3b_2	1	1
sky130_fd_sc_hd__clkbuf_4	0	3
[power breakdown]
part           total (W)  switching [W]  internal, W
Sequential      0.000225      0.0000110     0.000214
Combinational  0.0000643      0.0000171    0.0000472
Clock           0.000122      0.0000526    0.0000696
[worst reg2reg max path, stage by stage (launching register included)]
cell	delay, ns
sky130_fd_sc_hd__dfrtp_1	0.40
sky130_fd_sc_hd__nor3b_2	0.18
sky130_fd_sc_hd__buf_4	0.19
Power and IR drop assume default switching activity.
